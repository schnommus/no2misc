[design/flow/run.sh]
#!/bin/bash
# OpenROAD 26Q1-2900-gdf79404cd8, Yosys 0.63+post, stock flow scripts
make -C /OpenROAD-flow-scripts/flow DESIGN_CONFIG=/design/flow/config.mk WORK_HOME=/design/flow/orfs finish
[design/flow/config.mk]
export PLATFORM = sky130hd
export DESIGN_NAME = uart_wb
export DESIGN_NICKNAME = uart_wb
export VERILOG_FILES = /design/flow/design.v
export SDC_FILE = /design/flow/constraint.sdc
export NUM_CORES = 4
export LEC_CHECK = 1
export CORE_UTILIZATION = 30
export SYNTH_MEMORY_MAX_BITS = 65536
[design/flow/constraint.sdc]
current_design uart_wb

set clk_period 62.4
set clk_io_pct 0.2

create_clock -name clk0 -period $clk_period [get_ports {clk}]

set non_clock_inputs [all_inputs -no_clocks]
set_input_delay [expr $clk_period * $clk_io_pct] -clock clk0 $non_clock_inputs
set_output_delay [expr $clk_period * $clk_io_pct] -clock clk0 [all_outputs]
[design/flow/design.v]
`default_nettype none
module fifo_sync_ram #(
	parameter integer DEPTH = 256,
	parameter integer WIDTH = 16
)(
	input  wire [WIDTH-1:0] wr_data,
	input  wire wr_ena,
	output wire wr_full,
	output wire [WIDTH-1:0] rd_data,
	input  wire rd_ena,
	output wire rd_empty,
	input  wire clk,
	input  wire rst
);
	localparam AWIDTH = $clog2(DEPTH);
	reg  [AWIDTH-1:0] ram_wr_addr;
	wire [ WIDTH-1:0] ram_wr_data;
	wire ram_wr_ena;
	reg  [AWIDTH-1:0] ram_rd_addr;
	wire [ WIDTH-1:0] ram_rd_data;
	wire ram_rd_ena;
	reg  [AWIDTH:0] level;
	(* keep="true" *) wire lvl_dec;
	(* keep="true" *) wire lvl_mov;
	wire lvl_empty;
	wire full_nxt;
	reg  full;
	reg  rd_valid;
	always @(posedge clk or posedge rst)
		if (rst)
			level <= {(AWIDTH+1){1'b1}};
		else
			level <= level + { {AWIDTH{lvl_dec}}, lvl_mov };
	assign lvl_dec = ram_rd_ena & ~ram_wr_ena;
	assign lvl_mov = ram_rd_ena ^  ram_wr_ena;
	assign lvl_empty = level[AWIDTH];
	assign full_nxt = level == { 1'b0, {(AWIDTH-2){1'b1}}, 2'b01 };
	always @(posedge clk or posedge rst)
		if (rst)
			full <= 1'b0;
		else
			full <= (full | (wr_ena & ~rd_ena & full_nxt)) & ~(rd_ena & ~wr_ena);
	assign wr_full = full;
	always @(posedge clk or posedge rst)
		if (rst)
			ram_wr_addr <= 0;
		else if (ram_wr_ena)
			ram_wr_addr <= ram_wr_addr + 1;
	assign ram_wr_data = wr_data;
	assign ram_wr_ena  = wr_ena;
	always @(posedge clk or posedge rst)
		if (rst)
			ram_rd_addr <= 0;
		else if (ram_rd_ena)
			ram_rd_addr <= ram_rd_addr + 1;
	assign ram_rd_ena = (rd_ena | ~rd_valid) & ~lvl_empty;
	always @(posedge clk or posedge rst)
		if (rst)
			rd_valid <= 1'b0;
		else if (rd_ena | ~rd_valid)
			rd_valid <= ~lvl_empty;
	assign rd_data = ram_rd_data;
	assign rd_empty = ~rd_valid;
	ram_sdp #(
		.AWIDTH(AWIDTH),
		.DWIDTH(WIDTH)
	) ram_I (
		.wr_addr(ram_wr_addr),
		.wr_data(ram_wr_data),
		.wr_ena(ram_wr_ena),
		.rd_addr(ram_rd_addr),
		.rd_data(ram_rd_data),
		.rd_ena(ram_rd_ena),
		.clk(clk)
	);
endmodule  
`default_nettype none
module glitch_filter #(
	parameter integer L = 4,
	parameter RST_VAL = 1'b1,
	parameter integer WITH_SYNCHRONIZER = 1,
	parameter integer WITH_SAMP_COND = 0,
	parameter integer WITH_EVT_COND = 0
)(
	input wire  in,
	input wire  samp_cond,	 
	input wire  evt_cond,	 
	output wire val,
	output reg  rise,
	output reg  fall,
	input  wire clk,
	input  wire rst
);
	wire [L-1:0] all_zero;
	wire [L-1:0] all_one;
	wire [L-1:0] all_rst;
	wire samp_cond_i = WITH_SAMP_COND ? samp_cond : 1'b1;
	wire evt_cond_i  = WITH_EVT_COND  ? evt_cond  : 1'b1;
	reg    [1:0] sync;
	reg          state;
	reg  [L-1:0] cnt;
	reg  [L-1:0] cnt_move;
	wire cnt_is_all_zero;
	wire cnt_is_all_one;
	assign all_zero = { L{1'b0} };
	assign all_one  = { L{1'b1} };
	assign all_rst  = { L{RST_VAL} };
	if (WITH_SYNCHRONIZER)
		always @(posedge clk)
			sync <= { sync[0], in };
	else
		always @(*)
			sync = { in, in };
	always @(*)
	begin
		cnt_move = all_zero;
		if (samp_cond_i & sync[1] & ~cnt_is_all_one)
			cnt_move = 1;
		else if (samp_cond_i & ~sync[1] & ~cnt_is_all_zero)
			cnt_move = -1;
	end
	always @(posedge clk)
		if (rst)
			cnt <= all_rst;
		else
			cnt <= cnt + cnt_move;
	assign cnt_is_all_zero = (cnt == all_zero);
	assign cnt_is_all_one  = (cnt == all_one);
	always @(posedge clk)
		if (rst)
			state <= RST_VAL;
		else begin
			if (state & cnt_is_all_zero)
				state <= 1'b0;
			else if (~state & cnt_is_all_one)
				state <= 1'b1;
			else
				state <= state;
		end
	assign val = state;
	always @(posedge clk)
	begin
		if (~evt_cond_i) begin
			rise <= 1'b0;
			fall <= 1'b0;
		end else begin
			rise <= ~state & cnt_is_all_one;
			fall <=  state & cnt_is_all_zero;
		end
	end
endmodule  
`default_nettype none
module ram_sdp #(
	parameter integer AWIDTH = 9,
	parameter integer DWIDTH = 8
)(
	input  wire [AWIDTH-1:0] wr_addr,
	input  wire [DWIDTH-1:0] wr_data,
	input  wire wr_ena,
	input  wire [AWIDTH-1:0] rd_addr,
	output reg  [DWIDTH-1:0] rd_data,
	input  wire rd_ena,
	input  wire clk
);
	(* no_rw_check *)
	reg [DWIDTH-1:0] ram [(1<<AWIDTH)-1:0];
	always @(posedge clk)
	begin
		if (rd_ena)
			rd_data <= ram[rd_addr];
		if (wr_ena)
			ram[wr_addr] <= wr_data;
	end
endmodule  
`default_nettype none
module uart_rx #(
	parameter integer DIV_WIDTH = 8,
	parameter integer GLITCH_FILTER = 2
)(
	input  wire rx,
	output wire [7:0] data,
	output reg  stb,
	input  wire [DIV_WIDTH-1:0] div,	 
	input  wire clk,
	input  wire rst
);
	wire rx_val;
	wire rx_fall;
	wire go, done, ce;
	reg  active;
	reg [DIV_WIDTH:0] div_cnt;
	reg [4:0] bit_cnt;
	reg [8:0] shift;
	generate
		if (GLITCH_FILTER > 0)
			glitch_filter #(
				.L(GLITCH_FILTER),
				.RST_VAL(1'b1),
				.WITH_SYNCHRONIZER(1)
			) gf_I (
				.in(rx),
				.val(rx_val),
				.rise(),
				.fall(rx_fall),
				.clk(clk),
				.rst(rst)
			);
		else begin
			reg [1:0] rx_sync;
			reg rx_fd;
			always @(posedge clk)
			begin
				rx_sync <= { rx_sync[0], rx };
				rx_fd   <= rx_sync[1] & ~rx_sync[0];
			end
			assign rx_fall = rx_fd;
			assign rx_val  = rx_sync[1];
		end
	endgenerate
	assign go = rx_fall & ~active;
	assign done = ce & bit_cnt[4];
	always @(posedge clk or posedge rst)
		if (rst)
			active <= 1'b0;
		else
			active <= (active & ~done) | go;
	always @(posedge clk)
		if (~active)
			div_cnt <= { 2'b00, div[DIV_WIDTH-1:1] } - 1;
		else if (div_cnt[DIV_WIDTH])
			div_cnt <= { 1'b0, div };
		else
			div_cnt <= div_cnt - 1;
	assign ce = div_cnt[DIV_WIDTH];
	always @(posedge clk)
		if (~active)
			bit_cnt <= 5'h08;
		else if (ce)
			bit_cnt <= bit_cnt - 1;
	always @(posedge clk)
		if (ce)
			shift <= { rx_val, shift[8:1] };
	assign data = shift[7:0];
	always @(posedge clk)
		stb <= ce & bit_cnt[4] & rx_val;
endmodule  
`default_nettype none
module uart_tx #(
	parameter integer DIV_WIDTH = 8
)(
	output wire tx,
	input  wire [7:0] data,
	input  wire valid,
	output reg  ack,
	input  wire [DIV_WIDTH-1:0] div,	 
	input  wire clk,
	input  wire rst
);
	wire go, done, ce;
	reg  active;
	reg [9:0] shift;
	reg [DIV_WIDTH:0] div_cnt;
	reg [4:0] bit_cnt;
	assign go = valid & ~active;
	assign done = ce & bit_cnt[4];
	always @(posedge clk or posedge rst)
		if (rst)
			active <= 1'b0;
		else
			active <= (active & ~done) | go;
	always @(posedge clk)
		if (~active | div_cnt[DIV_WIDTH])
			div_cnt <= { 1'b0, div };
		else
			div_cnt <= div_cnt - 1;
	assign ce = div_cnt[DIV_WIDTH];
	always @(posedge clk)
		if (~active)
			bit_cnt <= 5'h08;
		else if (ce)
			bit_cnt <= bit_cnt - 1;
	always @(posedge clk or posedge rst)
		if (rst)
			shift <= 10'h3ff;
		else if (go)
			shift <= { 1'b1, data, 1'b0 };
		else if (ce)
			shift <= { 1'b1, shift[9:1] };
	always @(posedge clk)
		ack <= go;
	assign tx = shift[0];
endmodule  
`default_nettype none
module uart_wb #(
	parameter integer DIV_WIDTH = 8,
	parameter integer DW = 16
)(
	output wire uart_tx,
	input  wire uart_rx,
	input  wire [1:0]    wb_addr,
	output wire [DW-1:0] wb_rdata,
	input  wire [DW-1:0] wb_wdata,
	input  wire          wb_we,
	input  wire          wb_cyc,
	output wire          wb_ack,
	input  wire clk,
	input  wire rst
);
	wire [ 7:0] urf_wdata;
	wire        urf_wren;
	wire        urf_full;
	wire [ 7:0] urf_rdata;
	wire        urf_rden;
	wire        urf_empty;
	reg         urf_overflow;
	wire        urf_overflow_clr;
	wire [ 7:0] utf_wdata;
	wire        utf_wren;
	wire        utf_full;
	wire [ 7:0] utf_rdata;
	wire        utf_rden;
	wire        utf_empty;
	wire [ 7:0] uart_tx_data;
	wire        uart_tx_valid;
	wire        uart_tx_ack;
	wire [ 7:0] uart_rx_data;
	wire        uart_rx_stb;
	reg  [DIV_WIDTH-1:0] uart_div;
	wire          ub_rdata_rst;
	reg  [DW-1:0] ub_rdata;
	reg           ub_rd_data;
	reg           ub_rd_ctrl;
	reg           ub_wr_data;
	reg           ub_wr_div;
	reg           ub_ack;
	uart_tx #(
		.DIV_WIDTH(DIV_WIDTH)
	) uart_tx_I (
		.data(uart_tx_data),
		.valid(uart_tx_valid),
		.ack(uart_tx_ack),
		.tx(uart_tx),
		.div(uart_div),
		.clk(clk),
		.rst(rst)
	);
	fifo_sync_ram #(
		.DEPTH(512),
		.WIDTH(8)
	) uart_tx_fifo_I (
		.wr_data(utf_wdata),
		.wr_ena(utf_wren),
		.wr_full(utf_full),
		.rd_data(utf_rdata),
		.rd_ena(utf_rden),
		.rd_empty(utf_empty),
		.clk(clk),
		.rst(rst)
	);
	assign uart_tx_data  =  utf_rdata;
	assign uart_tx_valid = ~utf_empty;
	assign utf_rden      =  uart_tx_ack;
	uart_rx #(
		.DIV_WIDTH(DIV_WIDTH),
		.GLITCH_FILTER(2)
	) uart_rx_I (
		.rx(uart_rx),
		.data(uart_rx_data),
		.stb(uart_rx_stb),
		.div(uart_div),
		.clk(clk),
		.rst(rst)
	);
	fifo_sync_ram #(
		.DEPTH(512),
		.WIDTH(8)
	) uart_rx_fifo_I (
		.wr_data(urf_wdata),
		.wr_ena(urf_wren),
		.wr_full(urf_full),
		.rd_data(urf_rdata),
		.rd_ena(urf_rden),
		.rd_empty(urf_empty),
		.clk(clk),
		.rst(rst)
	);
	assign urf_wdata = uart_rx_data;
	assign urf_wren  = uart_rx_stb & ~urf_full;
	always @(posedge clk or posedge rst)
		if (rst)
			urf_overflow <= 1'b0;
		else
			urf_overflow <= (urf_overflow & ~urf_overflow_clr) | (uart_rx_stb & urf_full);
	always @(posedge clk)
		if (ub_ack) begin
			ub_rd_data <= 1'b0;
			ub_rd_ctrl <= 1'b0;
			ub_wr_data <= 1'b0;
			ub_wr_div  <= 1'b0;
		end else begin
			ub_rd_data <= ~wb_we & wb_cyc & (wb_addr == 2'b00);
			ub_rd_ctrl <= ~wb_we & wb_cyc & (wb_addr == 2'b01);
			ub_wr_data <=  wb_we & wb_cyc & (wb_addr == 2'b00) & ~utf_full;
			ub_wr_div  <=  wb_we & wb_cyc & (wb_addr == 2'b01);
		end
	always @(posedge clk)
		if (ub_ack)
			ub_ack <= 1'b0;
		else
			ub_ack <= wb_cyc & (~wb_we | (wb_addr == 2'b01) | ~utf_full);
	assign ub_rdata_rst = ub_ack | wb_we | ~wb_cyc;
	always @(posedge clk)
		if (ub_rdata_rst)
			ub_rdata <= { DW{1'b0} };
		else
			ub_rdata <= wb_addr[0] ?
				{ urf_empty, urf_overflow, utf_empty, utf_full, { (DW-DIV_WIDTH-4){1'b0} }, uart_div } :
				{ urf_empty, { (DW-9){1'b0} }, urf_rdata };
	always @(posedge clk)
		if (ub_wr_div)
			uart_div <= wb_wdata[DIV_WIDTH-1:0];
	assign utf_wdata = wb_wdata[7:0];
	assign utf_wren  = ub_wr_data;
	assign urf_rden  = ub_rd_data & ~ub_rdata[DW-1];
	assign urf_overflow_clr = ub_rd_ctrl & ub_rdata[DW-2];
	assign wb_rdata = ub_rdata;
	assign wb_ack = ub_ack;
endmodule  
==> impl_metrics.xml <==
<?xml version="1.0" encoding="UTF-8"?>
<metrics>
  <group name="setup_path">
    <metric name="worstPathCellList" unit="">buf_8, buf_4, buf_4, buf_4, buf_4</metric>
    <metric name="worstPathMaxFanout" unit="">84</metric>
    <metric name="cp-start-kind" unit="">input port</metric>
    <metric name="startpoint_of_the_most_critical_setup_path" unit="">wb_wdata[0]</metric>
    <metric name="critPathArrivalTime" unit="ns">15.73</metric>
    <metric name="critPathMostFrequentCell" unit="">buf_4</metric>
    <metric name="slowest_delay" unit="ns">0.73</metric>
    <metric name="ff2ff_setup_slack" unit="ns">54.98</metric>
    <metric name="required_time_of_the_critical_path" unit="ns">63.17</metric>
    <metric name="worst-setup-path-type" unit="">in -&gt; reg</metric>
    <metric name="setup_crit_end_kind" unit="">flip-flop</metric>
    <metric name="regToRegStartpoint" unit="">uart_tx_fifo_I.ram_rd_addr[0]$_DFFE_PP0P_</metric>
    <metric name="slowest_stage" unit="">buf_4</metric>
  </group>
  <group name="synth">
    <metric name="syn-cell-area" unit="um^2">325000</metric>
    <metric name="synth_cells" unit="">15100</metric>
    <metric name="top_area_share" unit="%">76.1</metric>
    <metric name="avgSynthCellArea" unit="um^2">21.5</metric>
    <metric name="yosys-stat-cells" unit="">15100</metric>
    <metric name="ys_dominant_reg_cell" unit="">edfxtp_1</metric>
    <metric name="yosys.area.top_type" unit="">edfxtp_1</metric>
    <metric name="edf_count" unit="">8225</metric>
    <metric name="ys_async_sr_fraction" unit="%">0.862</metric>
    <metric name="area_leaders" unit="">edfxtp_1, mux4_2, mux2i_1</metric>
    <metric name="distinct_cells_synth" unit="">89</metric>
    <metric name="synthesis.yosys.warnings" unit="">6</metric>
    <metric name="synth_flop_count" unit="">8350</metric>
    <metric name="ys_area" unit="um^2">325000</metric>
    <metric name="synth-seq-area-share" unit="%">77.0</metric>
  </group>
  <group name="place">
    <metric name="buffer_ports.inserted" unit="">28</metric>
    <metric name="globalplace.congestion" unit="">0.875</metric>
    <metric name="dp_hpwl" unit="um">513000</metric>
  </group>
  <group name="sta">
    <metric name="fmax" unit="MHz">66.9</metric>
    <metric name="final_max_slew_viol_count" unit="">0</metric>
    <metric name="setup_viol_count_final" unit="">0</metric>
    <metric name="final_hold_violating_endpoints" unit="">0</metric>
    <metric name="worstMarginPinSlew" unit="ns">1.09</metric>
    <metric name="max-slew-margin-rel" unit="%">27.1</metric>
    <metric name="finalClockPeriodUsage" unit="%">24.0</metric>
    <metric name="period_needed" unit="ns">14.96</metric>
    <metric name="clock_skew" unit="ns">0.0770</metric>
    <metric name="final.setup.tns" unit="ns">0</metric>
    <metric name="grt_setup_unrepaired" unit="">false</metric>
  </group>
  <group name="die">
    <metric name="io_pins" unit="">41</metric>
    <metric name="horizontal_die_dimension" unit="um">1040</metric>
    <metric name="design.core.area" unit="um^2">1080000</metric>
    <metric name="die_h" unit="um">1040</metric>
    <metric name="fp-utilization" unit="%">30.1</metric>
    <metric name="fp-row-count" unit="">381</metric>
    <metric name="design.die.area" unit="um^2">1090000</metric>
  </group>
  <group name="cts">
    <metric name="clkSlewWorstSetupHoldPaths" unit="ns">0.06</metric>
    <metric name="cts_hold_buffers" unit="">0</metric>
    <metric name="cts_buffers" unit="">788</metric>
    <metric name="cts-root-buf" unit="">clkbuf_16</metric>
    <metric name="worstSkewPairLatency" unit="ns">1.10</metric>
    <metric name="post_cts_buffers" unit="">0</metric>
    <metric name="numClockSinks" unit="">8350</metric>
    <metric name="post_cts.resized_instances" unit="">0</metric>
    <metric name="max_clock_buf_depth" unit="">5</metric>
    <metric name="cts_htree_levels" unit="">6</metric>
    <metric name="cts_tree" unit="">yes</metric>
  </group>
  <group name="detailed_routing">
    <metric name="route.final.wire_length" unit="um">847000</metric>
    <metric name="wirelength_per_cell" unit="um">27.7</metric>
    <metric name="drc_violation_count_after_routing" unit="">0</metric>
    <metric name="vias_per_cell" unit="">5.06</metric>
    <metric name="ant_nets" unit="">0</metric>
    <metric name="detailroute.via_count" unit="">155000</metric>
    <metric name="drtPass1Iterations" unit="">6</metric>
    <metric name="drt_iter0_markers" unit="">10500</metric>
  </group>
  <group name="grt">
    <metric name="first_global_vias" unit="">169000</metric>
    <metric name="largest_net_degree_at_the_start_of_global_routing" unit="">137</metric>
    <metric name="gr-usage-all-layers" unit="%">16.6</metric>
    <metric name="grt_overflow_total" unit="">0</metric>
    <metric name="antenna_violations_before_repair" unit="">30</metric>
    <metric name="grt_pass1_wl" unit="um">1220000</metric>
  </group>
  <group name="finish">
    <metric name="fin_util" unit="%">34.1</metric>
    <metric name="num-fill-cells" unit="">98700</metric>
    <metric name="drive_gt1_share" unit="%">24.0</metric>
    <metric name="area_growth" unit="%">13.3</metric>
  </group>
  <group name="power">
    <metric name="max-vdd-ir-drop" unit="uV">39.7</metric>
    <metric name="pwr_density_cell" unit="nW/um^2">38.6</metric>
    <metric name="total_leakage_power" unit="nW">112</metric>
  </group>
  <group name="worst_hold_path">
    <metric name="timing.hold.worst.class" unit="">reg -&gt; reg</metric>
    <metric name="hp-start" unit="">uart_rx_I.genblk1.gf_I.sync[0]$_DFF_P_</metric>
  </group>
  <group name="run">
    <metric name="stage_log_warnings" unit="">64</metric>
    <metric name="drv.max_cap_violation_count" unit="">0</metric>
  </group>
  <group name="run_status">
    <metric name="outcome" unit="">complete, no violations</metric>
  </group>
</metrics>
-- state kept, by name, summed over array words and instances (netlist names), 9 cells and up --
register                    flops
uart_rx_fifo_I.ram_wr_addr      9
uart_tx_I.div_cnt               9
uart_tx_fifo_I.ram_wr_addr      9
uart_tx_fifo_I.ram_I.ram     4096
ub_rdata                       12
uart_tx_fifo_I.ram_rd_addr      9
uart_rx_fifo_I.ram_rd_addr      9
uart_rx_fifo_I.ram_I.ram     4096
uart_rx_fifo_I.level           10
uart_tx_fifo_I.level           10
uart_rx_I.div_cnt               9
uart_tx_I.shift                 9
uart_rx_I.shift                 9
-- per-stage QoR --
stage	area [um^2]	hold WS, ns	instances	worst slack (ns)	total power, mW
3_3_place_gp	343000	0.314	29200	46.49	9.72
6_report	368000	0.328	30600	47.44	14.2
4_1_cts	368000	0.333	30600	47.43	14.3
3_5_place_dp	343000	0.317	29200	46.28	9.72
5_1_grt	368000	0.347	30600	47.14	14.7
2_1_floorplan	325000	0.310	15100	48.00	8.70
-- layout by cell type (no fill, tap or decap), types with 24 or more instances in the layout --
cell,instances
mux4_2,2076
nor3_1,71
o21ai_0,126
buf_12,33
nor2_1,1189
mux2i_1,565
clkbuf_8,24
nor4_1,28
a221oi_1,36
inv_1,34
dfstp_2,29
clkinv_1,192
edfxtp_1,8225
nand2_4,33
bufinv_16,50
dfrtp_1,30
buf_4,568
o22ai_1,145
a31oi_1,42
xnor2_1,48
o221ai_1,163
a211oi_1,29
nand2_1,373
a21oi_1,203
clkbuf_1,178
dfxtp_1,53
ha_1,36
diode_2,30
xor2_1,24
nand3_1,61
a22oi_1,87
o211ai_1,26
clkinv_2,126
and3_1,29
clkbuf_16,799
-- critical path, delay by kind of cell --
kind                   cells  cell delay, ns
buffers and inverters      5            3.02
-- report_power, final --
part           switching [mW]  internal, mW  leakage, nW  total (mW)
clock network            2.05          2.58         12.0        4.64
registers              0.0507          6.16         75.2        6.22
logic                    1.85          1.50         25.3        3.35
-- routing by layer --
metal | track usage, % | share of wire [%]
met1 | 18.0 | 32
met2 | 24.9 | 47
met3 | 13.1 | 17
met4 | 5.28 | 4.0
met5 | 0.379 | 0.079
-- cells by family after synthesis --
logic type	count (synthesis)	share of synthesized area, %
AND-OR/OR-AND	1039	2.23
XOR/XNOR	72	0.194
adder cells (fa/ha/maj)	38	0.151
buffers and inverters	968	1.66
flip-flops	8350	77.0
multiplexers	2673	16.3
other	1	0.00116
AND/OR/NAND/NOR	1950	2.49
-- final cells by class --
type | count | area, um^2 | share of cell area (%)
inverters | 45 | 198 | 0.0538
diodes | 30 | 75.1 | 0.0204
clock buffers | 1001 | 21000 | 5.71
multi-input cells | 5776 | 69800 | 19.0
flip-flops and latches | 8350 | 250000 | 68.0
repair buffers | 629 | 5250 | 1.43
well taps | 14400 | 18000 | 4.89
clock inverters | 421 | 3500 | 0.953
-- path summary, 6_finish.rpt --
path                                                               to  depth (start not counted)
max                        uart_tx_fifo_I.ram_I.ram[400][0]$_DFFE_PP_                          5
min                            uart_rx_I.genblk1.gf_I.sync[1]$_DFF_P_                          0
max reg2reg                 uart_tx_fifo_I.ram_I.rd_data[0]$_DFFE_PP_                         12
min reg2reg                    uart_rx_I.genblk1.gf_I.sync[1]$_DFF_P_                          0
max in group asynchronous   uart_tx_fifo_I.ram_rd_addr[3]$_DFFE_PP0P_                          3
min in group asynchronous         uart_rx_fifo_I.rd_valid$_DFFE_PP0N_                          2
-- Yosys cell counts, types with 48 or more instances --
cell,number
buf_2,193
mux4_2,2076
nor2_1,1204
o22ai_1,145
a22oi_1,87
o221ai_1,163
dfxtp_1,53
o21ai_0,126
mux2i_1,565
nand2_1,407
nor3_1,71
nand3_1,61
a21oi_1,205
buf_6,125
clkbuf_1,410
buf_4,99
xnor2_1,48
edfxtp_1,8225
buf_1,82
No activity file was given, so power comes from the tool's default toggle rates.
