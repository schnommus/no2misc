<file path="/design/flow/design.v">
`default_nettype none
module glitch_filter #(
	parameter integer L = 4,
	parameter RST_VAL = 1'b1,
	parameter integer WITH_SYNCHRONIZER = 1,
	parameter integer WITH_SAMP_COND = 0,
	parameter integer WITH_EVT_COND = 0
)(
	input wire  in,
	input wire  samp_cond,	 
	input wire  evt_cond,	 
	output wire val,
	output reg  rise,
	output reg  fall,
	input  wire clk,
	input  wire rst
);
	wire [L-1:0] all_zero;
	wire [L-1:0] all_one;
	wire [L-1:0] all_rst;
	wire samp_cond_i = WITH_SAMP_COND ? samp_cond : 1'b1;
	wire evt_cond_i  = WITH_EVT_COND  ? evt_cond  : 1'b1;
	reg    [1:0] sync;
	reg          state;
	reg  [L-1:0] cnt;
	reg  [L-1:0] cnt_move;
	wire cnt_is_all_zero;
	wire cnt_is_all_one;
	assign all_zero = { L{1'b0} };
	assign all_one  = { L{1'b1} };
	assign all_rst  = { L{RST_VAL} };
	if (WITH_SYNCHRONIZER)
		always @(posedge clk)
			sync <= { sync[0], in };
	else
		always @(*)
			sync = { in, in };
	always @(*)
	begin
		cnt_move = all_zero;
		if (samp_cond_i & sync[1] & ~cnt_is_all_one)
			cnt_move = 1;
		else if (samp_cond_i & ~sync[1] & ~cnt_is_all_zero)
			cnt_move = -1;
	end
	always @(posedge clk)
		if (rst)
			cnt <= all_rst;
		else
			cnt <= cnt + cnt_move;
	assign cnt_is_all_zero = (cnt == all_zero);
	assign cnt_is_all_one  = (cnt == all_one);
	always @(posedge clk)
		if (rst)
			state <= RST_VAL;
		else begin
			if (state & cnt_is_all_zero)
				state <= 1'b0;
			else if (~state & cnt_is_all_one)
				state <= 1'b1;
			else
				state <= state;
		end
	assign val = state;
	always @(posedge clk)
	begin
		if (~evt_cond_i) begin
			rise <= 1'b0;
			fall <= 1'b0;
		end else begin
			rise <= ~state & cnt_is_all_one;
			fall <=  state & cnt_is_all_zero;
		end
	end
endmodule  
`default_nettype none
module stream2wb #(
	parameter integer WB_N = 3,
	parameter integer DL = (32*WB_N)-1,
	parameter integer CL = WB_N-1
)(
	input  wire  [7:0] rx_data,
	input  wire        rx_valid,
	output wire        rx_ready,
	output wire  [7:0] tx_data,
	output wire        tx_last,
	output wire        tx_valid,
	input  wire        tx_ready,
	output reg  [31:0] wb_wdata,
	input  wire [DL:0] wb_rdata,
	output reg  [15:0] wb_addr,
	output reg         wb_we,
	output reg  [CL:0] wb_cyc,
	input  wire [CL:0] wb_ack,
	output reg  [31:0] aux_csr,
	input  wire clk,
	input  wire rst
);
	localparam
		CMD_SYNC        = 4'h0,
		CMD_REG_ACCESS  = 4'h1,
		CMD_DATA_SET    = 4'h2,
		CMD_DATA_GET    = 4'h3,
		CMD_AUX_CSR     = 4'h4;
	reg  [39:0] rx_reg;
	reg  [ 2:0] rx_cnt;
	wire [ 3:0] cmd_code;
	wire [31:0] cmd_data;
	reg         cmd_stb;
	wire        tx_ack;
	reg  [31:0] tx_reg;
	reg  [ 2:0] tx_cnt;
	reg  [31:0] resp_data;
	reg         resp_ld;
	reg  [31:0] wb_rdata_i;
	wire		wb_ack_i;
	always @(posedge clk or posedge rst)
		if (rst)
			rx_cnt <= 3'd0;
		else if (rx_valid)
			rx_cnt <= rx_cnt[2] ? 3'd0 : (rx_cnt + 1);
	always @(posedge clk)
		if (rx_valid)
			rx_reg <= { rx_reg[31:0], rx_data };
	assign rx_ready = 1'b1;
	assign cmd_code = rx_reg[39:36];
	assign cmd_data = rx_reg[31: 0];
	always @(posedge clk)
		cmd_stb <= rx_cnt[2] & rx_valid;
	always @(posedge clk or posedge rst)
		if (rst)
			tx_cnt <= 3'd0;
		else begin
			if (resp_ld)
				tx_cnt <= 3'd4;
			else if (tx_ack)
				tx_cnt <= tx_cnt - 1;
		end
	always @(posedge clk)
		if (resp_ld)
			tx_reg <= resp_data;
		else if (tx_ack)
			tx_reg <= { tx_reg[23:0], 8'h00 };
	assign tx_data  = tx_reg[31:24];
	assign tx_last  = (tx_cnt == 3'd1);
	assign tx_valid = |tx_cnt;
	assign tx_ack   = tx_valid & tx_ready;
	always @(posedge clk)
	begin
		resp_ld   <= 1'b0;
		resp_data <= 40'hxxxxxxxxxx;
		if (cmd_stb) begin
			case (cmd_code)
				CMD_SYNC: begin
					resp_data <= 432'hcafebabe;
					resp_ld   <= 1'b1;
				end
				CMD_REG_ACCESS: begin
					wb_addr  <=  cmd_data[15:0];
					wb_we    <= ~cmd_data[20];
					wb_cyc   <= (1 << cmd_data[19:16]);
				end
				CMD_DATA_SET: begin
					wb_wdata <= cmd_data;
				end
				CMD_DATA_GET: begin
					resp_ld   <= 1'b1;
					resp_data <= wb_wdata;
				end
				CMD_AUX_CSR: begin
				    aux_csr <= cmd_data;
				end
			endcase
		end
		if (wb_ack_i) begin
			wb_cyc <= 0;
			if (~wb_we)
				wb_wdata <= wb_rdata_i;
		end
		if (rst) begin
			wb_cyc   <= 0;
			aux_csr  <= 32'h00000000;
		end
	end
	assign wb_ack_i = |wb_ack;
	always @(*)
	begin : rdata
		integer i;
		wb_rdata_i = 32'h00000000;
		for (i=0; i<WB_N; i=i+1)
			wb_rdata_i = wb_rdata_i | wb_rdata[32*i+:32];
	end
endmodule  
`default_nettype none
module uart2wb #(
	parameter integer WB_N = 3,
	parameter integer UART_DIV = 24,  
	parameter integer DL = (32*WB_N)-1,
	parameter integer CL = WB_N-1
)(
	input  wire        uart_rx,
	output wire        uart_tx,
	output reg  [31:0] wb_wdata,
	input  wire [DL:0] wb_rdata,
	output reg  [15:0] wb_addr,
	output reg         wb_we,
	output reg  [CL:0] wb_cyc,
	input  wire	[CL:0] wb_ack,
	output reg  [31:0] aux_csr,
	input  wire clk,
	input  wire rst
);
	localparam integer DIV_WIDTH = $clog2(UART_DIV - 1);
	localparam [DIV_WIDTH-1:0] DIV_VALUE = UART_DIV - 2;
	wire [7:0] rx_data;
	wire       rx_stb;
	wire [7:0] tx_data;
	wire       tx_ack;
	wire       tx_valid;
	uart_rx #(
		.DIV_WIDTH(DIV_WIDTH),
		.GLITCH_FILTER(0)
	) rx_I (
		.rx   (uart_rx),
		.data (rx_data),
		.stb  (rx_stb),
		.div  (DIV_VALUE),
		.clk  (clk),
		.rst  (rst)
	);
	uart_tx #(
		.DIV_WIDTH(DIV_WIDTH)
	) tx_I (
		.tx    (uart_tx),
		.data  (tx_data),
		.valid (tx_valid),
		.ack   (tx_ack),
		.div   (DIV_VALUE),
		.clk   (clk),
		.rst   (rst)
	);
	stream2wb #(
		.WB_N(WB_N)
	) wb_I (
		.rx_data  (rx_data),
		.rx_valid (rx_stb),
		.rx_ready (),
		.tx_data  (tx_data),
		.tx_last  (),
		.tx_valid (tx_valid),
		.tx_ready (tx_ack),
		.wb_wdata (wb_wdata),
		.wb_rdata (wb_rdata),
		.wb_addr  (wb_addr),
		.wb_we    (wb_we),
		.wb_cyc   (wb_cyc),
		.wb_ack   (wb_ack),
		.aux_csr  (aux_csr),
		.clk      (clk),
		.rst      (rst)
	);
endmodule
`default_nettype none
module uart_rx #(
	parameter integer DIV_WIDTH = 8,
	parameter integer GLITCH_FILTER = 2
)(
	input  wire rx,
	output wire [7:0] data,
	output reg  stb,
	input  wire [DIV_WIDTH-1:0] div,	 
	input  wire clk,
	input  wire rst
);
	wire rx_val;
	wire rx_fall;
	wire go, done, ce;
	reg  active;
	reg [DIV_WIDTH:0] div_cnt;
	reg [4:0] bit_cnt;
	reg [8:0] shift;
	generate
		if (GLITCH_FILTER > 0)
			glitch_filter #(
				.L(GLITCH_FILTER),
				.RST_VAL(1'b1),
				.WITH_SYNCHRONIZER(1)
			) gf_I (
				.in(rx),
				.val(rx_val),
				.rise(),
				.fall(rx_fall),
				.clk(clk),
				.rst(rst)
			);
		else begin
			reg [1:0] rx_sync;
			reg rx_fd;
			always @(posedge clk)
			begin
				rx_sync <= { rx_sync[0], rx };
				rx_fd   <= rx_sync[1] & ~rx_sync[0];
			end
			assign rx_fall = rx_fd;
			assign rx_val  = rx_sync[1];
		end
	endgenerate
	assign go = rx_fall & ~active;
	assign done = ce & bit_cnt[4];
	always @(posedge clk or posedge rst)
		if (rst)
			active <= 1'b0;
		else
			active <= (active & ~done) | go;
	always @(posedge clk)
		if (~active)
			div_cnt <= { 2'b00, div[DIV_WIDTH-1:1] } - 1;
		else if (div_cnt[DIV_WIDTH])
			div_cnt <= { 1'b0, div };
		else
			div_cnt <= div_cnt - 1;
	assign ce = div_cnt[DIV_WIDTH];
	always @(posedge clk)
		if (~active)
			bit_cnt <= 5'h08;
		else if (ce)
			bit_cnt <= bit_cnt - 1;
	always @(posedge clk)
		if (ce)
			shift <= { rx_val, shift[8:1] };
	assign data = shift[7:0];
	always @(posedge clk)
		stb <= ce & bit_cnt[4] & rx_val;
endmodule  
`default_nettype none
module uart_tx #(
	parameter integer DIV_WIDTH = 8
)(
	output wire tx,
	input  wire [7:0] data,
	input  wire valid,
	output reg  ack,
	input  wire [DIV_WIDTH-1:0] div,	 
	input  wire clk,
	input  wire rst
);
	wire go, done, ce;
	reg  active;
	reg [9:0] shift;
	reg [DIV_WIDTH:0] div_cnt;
	reg [4:0] bit_cnt;
	assign go = valid & ~active;
	assign done = ce & bit_cnt[4];
	always @(posedge clk or posedge rst)
		if (rst)
			active <= 1'b0;
		else
			active <= (active & ~done) | go;
	always @(posedge clk)
		if (~active | div_cnt[DIV_WIDTH])
			div_cnt <= { 1'b0, div };
		else
			div_cnt <= div_cnt - 1;
	assign ce = div_cnt[DIV_WIDTH];
	always @(posedge clk)
		if (~active)
			bit_cnt <= 5'h08;
		else if (ce)
			bit_cnt <= bit_cnt - 1;
	always @(posedge clk or posedge rst)
		if (rst)
			shift <= 10'h3ff;
		else if (go)
			shift <= { 1'b1, data, 1'b0 };
		else if (ce)
			shift <= { 1'b1, shift[9:1] };
	always @(posedge clk)
		ack <= go;
	assign tx = shift[0];
endmodule  
</file>
<file path="/design/flow/run.sh">
#!/bin/bash
# OpenROAD 26Q1-2900-gdf79404cd8, Yosys 0.63+post, stock flow scripts
make -C /OpenROAD-flow-scripts/flow DESIGN_CONFIG=/design/flow/config.mk WORK_HOME=/design/flow/orfs finish
</file>
<file path="/design/flow/config.mk">
export PLATFORM = sky130hd
export DESIGN_NAME = uart2wb
export DESIGN_NICKNAME = uart2wb
export VERILOG_FILES = /design/flow/design.v
export SDC_FILE = /design/flow/constraint.sdc
export NUM_CORES = 4
export LEC_CHECK = 1
export CORE_UTILIZATION = 40
</file>
<file path="/design/flow/constraint.sdc">
current_design uart2wb

set clk_period 4.2
set clk_io_pct 0.2

create_clock -name clk0 -period $clk_period [get_ports {clk}]

set non_clock_inputs [all_inputs -no_clocks]
set_input_delay [expr $clk_period * $clk_io_pct] -clock clk0 $non_clock_inputs
set_output_delay [expr $clk_period * $clk_io_pct] -clock clk0 [all_outputs]
</file>
==> flow_metrics.py <==
# Auto-generated metrics
metrics = {
    "cts": {
        "hold_buffers": 0,
        "htree_levels": 1,
        "root_buffer": "clkbuf_16",
        "ctsResizeCount": 0,
        "cts_buffers": 25,
        "clockBufferDepth": 3,
        "cts.sinks": 239,
        "tritoncts": "yes",
        "clk_pin_slew_worst_paths_ps": 60,
        "insertion_delay_ps": 510,
        "postCtsSetupRepairBufs": 0,
    },
    "grt": {
        "grt_usage_pct": 21.21,
        "antenna_found_initial": 0,
        "grt_pass1_wl_um": 34700,
        "use_met2_pct": 31.35,
        "met1_usage_pct": 32.11,
        "grtUsageMet3_pct": 6.882,
        "grt.busiest_layer": "met1",
        "grt-ovfl-total": 0,
        "grt_pass1_vias": 6206,
        "grt_max_degree": 43,
    },
    "setup_path": {
        "cp_data_arrival_time_ps": 1490,
        "critPathRequiredTime_ps": 3360,
        "max_stage_delay_ps": 530,
        "cp_max_fo": 2,
        "cp_top_family": "flip-flops",
        "crit_buf_inv": 1,
        "cp-end-kind": "primary output",
        "path_cells": "clkdlybuf4s50_1",
        "reg2reg_setup_slack_ps": 2150,
        "crit_type": "reg2out",
        "crit_slowest_cell": "dfstp_2",
        "start_kind": "register",
    },
    "synthesis": {
        "edf_count": 94,
        "xor_area_share_pct": 1.176,
        "avgSynthCellArea_um2": 11.85,
        "synthArstFlopShare_pct": 7.113,
        "yosys.area_share.adder_pct": 0.9804,
        "ys_warn_count": 3,
        "ys_cells": 754,
        "yosys.stat.chipArea_um2": 8934,
        "yosysUniqueCellTypes": 48,
        "flop_cell": "dfxtp_1",
        "yosys.area_share.aoi_pct": 9.874,
        "synthCells": 754,
        "ys_sh_mux_pct": 5.126,
        "syn_area_um2": 8934,
        "yosys.stat.seqShare_pct": 65.17,
        "ys.flops": 239,
        "simple_gate_area_share_pct": 14.41,
        "logic_family": "simple AND/OR/NAND/NOR gates",
    },
    "placed_design": {
        "dp_slack_ps": 1431,
        "port_buffers": 186,
        "gp_congestion": 0.8173,
        "placed_cells": 1184,
        "place_hpwl_um": 15320,
        "post_dp_cell_area_um2": 11080,
    },
    "pwr": {
        "seqPwrFrac_pct": 51.3,
        "p_leak_nw": 4.077,
        "p_comb_share_pct": 5.9,
        "finalPower_mw": 4.974,
        "p_int_mw": 3.912,
        "p_clk_share_pct": 42.8,
        "peakVddDrop_mv": 0.2442,
        "power-per-cell-area_nw_per_um2": 419.2,
        "switchingPower_mw": 1.063,
        "swShare_pct": 21.36,
    },
    "route": {
        "dr.pass1.iters": 6,
        "vias": 6372,
        "post-route-drc-count": 0,
        "routed_wl_um": 22550,
        "diodes": 0,
        "wl_per_cell_um": 18.35,
        "initialDrtViolationCount": 247,
        "via_per_inst": 5.185,
        "antenna_left": 0,
    },
    "final_timing": {
        "worstMarginPinSlew_ps": 853.9,
        "max-slew-margin-rel_pct": 42.96,
        "period_used_pct": 55.44,
        "rsz0062_at_grt": "false",
        "report.final.hold_viol_count": 0,
        "skew_ps": 13.63,
        "fin_ws_ps": 1872,
        "period_needed_ps": 2328,
        "tns_ps": 0,
        "max_freq_ghz": 0.4295,
        "finalMaxSlewViolations": 0,
        "setup_viol": 0,
    },
    "finish": {
        "area_growth_pct": 32.81,
        "drive_gt1_share_pct": 11.28,
        "largest_reg_flops": 36,
        "final_area_um2": 11870,
        "final_cells": 1229,
        "n_fill_cell": 1919,
    },
    "floorplanning": {
        "fp.dieH_um": 151.4,
        "die_width_um": 151.4,
        "die_area_um2": 22940,
        "fp-utilization_pct": 40.81,
        "rows": 54,
        "num_io_pins": 187,
        "coreArea_um2": 21890,
    },
    "job": {
        "maxCapViolCount": 0,
        "warnings": 26,
    },
    "worst_hold_path": {
        "hold_class": "reg2reg",
    },
    "status": {
        "outcome": "completed",
    },
}
==> metrics by stage <==
| step | util, % | hold WS, ps |
|---|---|---|
| global route | 54.20 | 378.2 |
| global placement | 50.60 | 368.9 |
| finish | 54.20 | 370.8 |
| detailed placement | 50.60 | 363.6 |
| floorplan | - | 331.4 |
| CTS | 54.20 | 370.4 |
==> per-layer routing <==
| layer | up-vias | routed length (um) |
|---|---|---|
| li1 | 3105 | - |
| met1 | 3037 | 9895 |
| met2 | 194 | 10430 |
| met3 | 36 | 1738 |
| met4 | 0 | 482 |
| met5 | - | 0 |
==> path summary, 6_finish.rpt <==
| kind | end | depth (start not counted) | start |
|---|---|---|---|
| max in group asynchronous | tx_I.shift[8] | 4 | rst |
| worst max-delay path | uart_tx | 1 | tx_I.shift[0] |
| min in group asynchronous | wb_I.rx_cnt[2] | 4 | rst |
| worst min register to register | rx_I.genblk1.rx_sync[1] | 0 | rx_I.genblk1.rx_sync[0] |
| worst max register to register | tx_I.shift[1] | 5 | wb_I.tx_cnt[0] |
| worst min-delay path | rx_I.genblk1.rx_sync[1] | 0 | rx_I.genblk1.rx_sync[0] |
==> power by group through the flow <==
| stage | clock, mW | sequential, mW | combinational [mW] |
|---|---|---|---|
| final | 2.13 | 2.55 | 0.294 |
| after CTS | 2.17 | 2.55 | 0.298 |
| after global routing | 2.27 | 2.56 | 0.331 |
==> cells by family after synthesis <==
kind of cell	Yosys count
compound gates	156
xor+xnor	12
fa+ha+maj	7
buf+inv	71
flops	239
mux	41
simple gates	228
==> cell type report <==
class | instances | area [um2] | area share (%)
clock inverter | 16 | 137.6 | 1.160
clock buffer | 29 | 650.6 | 5.484
tap | 280 | 350.3 | 2.953
timing repair buffer | 203 | 1989 | 16.77
multi-input combinational | 444 | 2848 | 24.00
inverter | 18 | 67.56 | 0.5694
sequential | 239 | 5822 | 49.07
==> cell usage after synthesis, types with 8 or more instances <==
cell type,instances,area share [%]
mux2_2,38,4.8
buf_2,8,0.45
a21oi_1,37,2.1
inv_1,18,0.76
nand3_1,63,3.5
dfrtp_1,8,2.2
nor3_1,37,2.1
a31oi_1,30,2.1
and2_1,24,1.7
or3_1,30,2.1
clkbuf_1,41,1.7
nand2b_1,27,1.9
o21ai_0,64,3.6
edfxtp_1,94,32
nand2_1,14,0.59
dfstp_2,9,2.6
dfxtp_1,128,29
==> cell usage in the layout (no fill, tap or decap), types with 5 or more instances in the layout <==
| cell type | instances |
|---|---|
| nand3_1 | 63 |
| a21oi_1 | 37 |
| nor2_1 | 7 |
| nand2b_1 | 27 |
| xnor2_1 | 7 |
| and2_1 | 24 |
| mux2_2 | 38 |
| dfstp_2 | 9 |
| o21ai_1 | 5 |
| ha_1 | 7 |
| nor3_1 | 36 |
| nand2_1 | 14 |
| a31oi_1 | 30 |
| o21ai_0 | 64 |
| clkdlybuf4s50_1 | 186 |
| dfxtp_1 | 128 |
| dfrtp_1 | 8 |
| buf_4 | 17 |
| edfxtp_1 | 94 |
| xor2_1 | 5 |
| or3_1 | 30 |
| inv_1 | 18 |
| clkbuf_16 | 25 |
| clkinv_1 | 6 |
Power and IR drop assume default switching activity.
